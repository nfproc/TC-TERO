--- flow/config.mk ---
export PLATFORM = sky130hd
export DESIGN_NAME = seripara
export DESIGN_NICKNAME = seripara
export VERILOG_FILES = /design/flow/design.v
export SDC_FILE = /design/flow/constraint.sdc
export NUM_CORES = 4
export LEC_CHECK = 1
export CORE_UTILIZATION = 30
--- flow/constraint.sdc ---
current_design seripara

set clk_period 8.6
set clk_io_pct 0.2

create_clock -name clk0 -period $clk_period [get_ports {CLK}]

set non_clock_inputs [all_inputs -no_clocks]
set_input_delay [expr $clk_period * $clk_io_pct] -clock clk0 $non_clock_inputs
set_output_delay [expr $clk_period * $clk_io_pct] -clock clk0 [all_outputs]
--- flow/design.v ---
module seripara (CLK, RST, MODE, UART_READY, DIN, WE, DOUT, OE);
    input             CLK, RST;
    input       [1:0] MODE;
    input             UART_READY;
    input       [7:0] DIN;
    input             WE;
    output reg [31:0] DOUT;
    output reg        OE;
    reg           out_mode;
    reg           sat;
    wire          sat_new;
    reg    [19:0] sum;
    reg    [27:0] ssum;
    wire   [19:0] sum_new;
    wire   [27:0] ssum_new;
    wire    [7:0] data_new;
    reg     [6:0] data_reg;
    reg    [11:0] cnt;
    assign sat_new  = sat || (DIN == 8'hff);
    assign sum_new  = sum  + DIN;
    assign ssum_new = ssum + DIN * DIN;
    assign data_new = {data_reg, DIN[0]};
    always @(*) begin
        if (~MODE[0]) begin
            if (out_mode) begin
                DOUT = {4'h0, ssum};
                OE   = UART_READY;
            end else begin
                DOUT = {sat, 11'h000, sum};
                OE   = (cnt == 12'hfff && WE);
            end
        end else if (MODE[1]) begin
            DOUT = {24'h0, data_new};
            OE   = (cnt[2:0] == 3'd7 && WE);
        end else begin
            DOUT = {24'h0, DIN};
            OE   = WE;
        end
    end
    always @(posedge CLK) begin
        if (RST) begin
            out_mode <= 1'b0;
            sat      <= 1'b0;
            sum      <= 0;
            ssum     <= 0;
            data_reg <= 7'h00;
            cnt      <= 12'h000;
        end else begin
            if (~out_mode & WE) begin
                out_mode <= (~MODE[0] && cnt == 12'hfff);
                sat      <= sat_new;
                sum      <= sum_new;
                ssum     <= ssum_new;
                if (MODE != 2'b11 || DIN != 8'hff) begin
                    data_reg <= data_new;
                    cnt      <= cnt + 1'b1;
                end
            end else if (out_mode & UART_READY) begin
                sat      <= 1'b0;
                sum      <= 0;
                ssum     <= 0;
                out_mode <= 1'b0;
            end
        end
    end
endmodule
--- flow/run.sh ---
#!/bin/bash
# OpenROAD 26Q1-2900-gdf79404cd8, Yosys 0.63+post, stock flow scripts
make -C /OpenROAD-flow-scripts/flow DESIGN_CONFIG=/design/flow/config.mk WORK_HOME=/design/flow/orfs finish
==> flow_summary.ini <==
; generated from flow reports
[routing]
drc = 0
drt-total-wl_mm = 15.3
detail_route.iter0.violations = 328
num_vias = 5222
ant_nets = 0
wl_per_cell_um = 14.7
first_pass_iters = 5
vias_per_cell = 5.00
diodes = 0

[synth]
top_area_frac = 0.220
edf_count = 0
ys_top_cells_by_area = dfxtp_1 22%, fa_1 12%, ha_1 11%
syn_avg_cell_area_um2 = 8.44
ys_async_sr_fraction = 0
yosysChipArea_mm2 = 0.00628
largest_area_cell = dfxtp_1
seq_area_frac_synth = 0.220
ys_cells = 744
netlist_area_mm2 = 0.00628
synth_top_cell_by_count = inv_1
ys_warn_count = 1
numSynthFlops = 69
common_cells = 82 x inv_1, 69 x dfxtp_1, 65 x nor2_1
ff_type = dfxtp_1
syn-instance-count = 744
yosys.cell_types.count = 71

[worst_setup_path]
reg2reg_slack_ps = 4200
critPathCaptureType = flop
crit_type = primary input to flop
critPathArrivalTime_ps = 6770
reg2reg_depth = 14
r2r_end = ssum[24]
cp_max_fo = 12
worst-endpoint-required_ps = 8820
r2r_start = ssum[7]
startpoint_type = primary input

[clocking]
cts_tree = done
clock_sinks = 69
clk_pin_slew_worst_paths_ps = 60
cts_buffers = 9
clock_path_buffers = 2
hold_buffers = 0
cts_setup_buffers = 0
cts_htree_levels = 3
post_cts_resized = 0
cts_root_buf = clkbuf_16
clock_latency_ps = 340

[timing]
period_used_share = 0.762
fin_hold_ws_ps = 474
final-setup-viol-count = 0
setup_tns_ps = 0
slew_violations = 0
fin_crit_ps = 6550
tightest_slew_ps = 726
slew_headroom = 0.516
rsz0062_at_grt = false
max_freq_mhz = 153
hold_viol_final = 0
skew_ps = 8.01

[floorplan]
chipArea_mm2 = 0.0215
fp_util = 0.308
die_h_um = 147
ios = 47
rows = 52
die_w_um = 147
coreArea_mm2 = 0.0204

[min_path]
worstHoldEndpoint = sum[19]
holdPathStages = 2
hold_path_class = flop to flop
min_from = sum[19]

[placed_design]
numPortBuffers = 43
placed_area_mm2 = 0.00695
dp_hpwl_mm = 11.4
gp_congestion = 0.852

[job]
maxCapViolations = 0
warning_count = 27

[grt]
grt_max_degree = 71
grt_overflow = 0
grt_pass1_vias = 5089
grt_pass1_wl_mm = 26.0
grt_antenna_before_repair = 0
grt_usage = 0.152

[final_layout]
reg_top3 = ssum: 28 flops, sum: 20 flops, cnt: 12 flops
final_area_mm2 = 0.00723
area_growth_pct = 15.1
regMostFlops = ssum
drive_gt1_frac = 0.0555
largest_reg_flops = 28

[power]
leakage_uw = 0.00308
power_density_mw_per_mm2 = 235
peakVddDrop_v = 0.000102
finalPower_uw = 1700

[run_status]
status = complete, no violations
how the worst max path moves through the flow:
stage | depth (start not counted) | from | endpoint | slack, ps
after CTS | 16 | DIN[1] | ssum[22] | 2020
after global routing | 16 | DIN[1] | ssum[24] | 1720
final | 16 | DIN[1] | ssum[24] | 2050
kinds of logic (layout without fill, tap and decap cells):
group	Yosys count	in the layout	share of synthesized area
adders and majority gates	91	91	0.227
and+or+nand+nor	257	257	0.211
xor gates and xnor gates	27	27	0.0376
DFF	69	69	0.220
AOI/OAI and AO/OA	141	141	0.163
other	1	3	0.000597
muxes	41	41	0.0665
buffers and inverters	117	146	0.0749
placed cells by master (no fill, tap or decap), types with 10 or more instances in the layout:
cell / instances
and2_1: 28
clkdlybuf4s50_1: 42
nor2b_1: 10
mux2i_1: 35
nand2_1: 50
xnor2_1: 14
a21oi_1: 34
a211oi_1: 10
nor2_1: 65
fa_1: 38
xor2_1: 13
o21ai_0: 19
nor3_1: 16
inv_1: 82
dfxtp_1: 69
nand3_1: 21
ha_1: 53
a22oi_1: 14
critical path, cell delays in order:
cell             delay, ps
clkdlybuf4s50_1        870
and2_1                 290
inv_1                   80
fa_1                   490
inv_1                   50
fa_1                   460
fa_1                   510
inv_1                   60
fa_1                   530
inv_1                   40
ha_1                   350
a21oi_1                320
o211ai_4               170
a211oi_4               390
nor3_1                 110
mux2_1                 310
metrics by stage:
stage	instances	utilization	setup WS, ps
floorplan	746	-	2690
global placement	1030	0.341	1690
detailed placement	1030	0.341	1690
CTS	1045	0.355	2020
global route	1045	0.355	1720
finish	1045	0.355	2050
metal layers:
metal | up-vias | part of all wire | GRT usage
met3 | 23 | 0.038 | 0.0247
met2 | 102 | 0.45 | 0.237
li1 | 2637 | - | -
met4 | 0 | 0.021 | 0.0266
met5 | - | 0 | 0
met1 | 2460 | 0.49 | 0.229
power breakdown:
| group | switching, uW | internal, uW |
|---|---|---|
| logic | 567 | 397 |
| registers | 30.6 | 351 |
| clock network | 137 | 221 |
| total | 734 | 968 |
area by class of cell:
| type | count | area (um^2) |
|---|---|---|
| inverter | 82 | 308 |
| sequential | 69 | 1380 |
| multi-input combinational | 560 | 4450 |
| clock inverter | 5 | 52.6 |
| tap | 270 | 338 |
| fill | 2087 | 13100 |
| clock buffer | 10 | 229 |
| timing repair buffer | 49 | 470 |
No activity file was given, so power comes from the tool's default toggle rates.
